==> design/flow/run.sh <==
#!/bin/bash
# OpenROAD 26Q1-2900-gdf79404cd8, Yosys 0.63+post, stock flow scripts
make -C /OpenROAD-flow-scripts/flow DESIGN_CONFIG=/design/flow/config.mk WORK_HOME=/design/flow/orfs finish
==> design/flow/design.v <==
module instructionMemory(input logic [4:0] readAddress, output logic [15:0] readData, readData2);
logic [15:0] rom[31:0];  
always_comb  
      begin  
        rom[0] = 16'b001_0_0000_0000_0000;  
        rom[1] = 16'b001_0_0000_0001_0001;  
        rom[2] = 16'b001_1_0010_00000000;  
        rom[3] = 16'b001_1_0011_00000000;  
        rom[4] = 16'b001_1_0100_0000_0001;  
        rom[5] = 16'b101_01001_0010_0001;
        rom[6] = 16'b010_0_0011_0011_0000;  
        rom[7] = 16'b010_0_0010_0010_0100;  
        rom[8] = 16'b101_00101_0000_0000;  
        rom[9] = 16'b000_0_0000_0011_0011;  
        rom[10] = 16'b0001111111111111;  
        rom[11] = 16'b0000000000000000;  
        rom[12] = 16'b010_0_0011_00000001;  
        rom[13] = 16'b0000000000000000;  
        rom[14] = 16'b0000000000000000;  
        rom[15] = 16'b0000000000000000;
        rom[16] = 16'b1000000110000000;  
        rom[17] = 16'b0010110010110010;  
        rom[18] = 16'b1101110001100111;  
        rom[19] = 16'b1101110111011001;  
        rom[20] = 16'b1111110110110001;  
        rom[21] = 16'b1100000001111011; 
        rom[22] = 16'b0000000000000000;  
        rom[23] = 16'b0000000000000000;
        rom[24] = 16'b1000000110000000;  
        rom[25] = 16'b0010110010110010;  
        rom[26] = 16'b1101110001100111;  
        rom[27] = 16'b1101110111011001;  
        rom[28] = 16'b1111110110110001;  
        rom[29] = 16'b1100000001111011; 
        rom[30] = 16'b0000000000000000;  
        rom[31] = 16'b0000000000000000;
      end 
    assign readData = rom[readAddress];
    assign readData2 = rom[readAddress+1];
endmodule
==> design/flow/constraint.sdc <==
current_design instructionMemory

set clk_period 5.1
set clk_io_pct 0.2

create_clock -name clk0 -period $clk_period

set non_clock_inputs [all_inputs -no_clocks]
set_input_delay [expr $clk_period * $clk_io_pct] -clock clk0 $non_clock_inputs
set_output_delay [expr $clk_period * $clk_io_pct] -clock clk0 [all_outputs]
==> design/flow/config.mk <==
export PLATFORM = sky130hd
export DESIGN_NAME = instructionMemory
export DESIGN_NICKNAME = instructionMemory
export VERILOG_FILES = /design/flow/design.v
export SDC_FILE = /design/flow/constraint.sdc
export NUM_CORES = 4
export LEC_CHECK = 1
export CORE_AREA = 10 10 79 79
export DIE_AREA = 0 0 89 89
==> impl_metrics.csv <==
group,metric,value,unit
outcome,status,"finished clean",
floorplan,rows,25,
final_timing,rsz0062_at_grt,"no",
final_timing,slew_headroom,0.592,
floorplan,die_area,7920,sq um
placed_design,port_buffers,37,
global_route,grt_antenna_before_repair,0,
drt,vias_per_cell,5.33,
finish,drive_above_1_share,0.104,
flow_run,warning_count,33,
finish,area_growth,31.8,%
power_and_ir_drop,p_leak,0.487,nW
yosys,syn_area_per_cell,6.50,sq um
power_and_ir_drop,ir_worst_vdd,0.0000266,V
placed_design,placed_cells,237,
yosys,synth_stat.cells,161,
drt,wl_per_cell,15.5,um
final_timing,tightest_slew,0.610,ns
critical_path,crit_type,"primary input to primary output",
placed_design,gp_congestion,0.888,
final_timing,period_used_share,0.878,
drt,ant_nets,0,
drt,drtIter0Drc,195,
global_route,grt_usage,0.0896,
critical_path,worstSetupStartpoint,"readAddress[3]",
yosys,yosysWarnings,2,
yosys,synth.top_cell.area_share,0.110,
global_route,grt_start_max_net_pins,41,
yosys,synth_top_cell_by_area,"o21ai_0",
yosys,syn_area,1050,sq um
critical_path,crit_fanout,16,
yosys,area_leaders,"o21ai_0 11%, buf_6 6.5%, a21oi_1 5.3%, buf_4 4.3%, o22ai_1 4.2%",
drt,post-route-drc-count,0,
floorplan,ioPinCount,37,
clocking,hold_buffers,0,
finish,flops,0,
flow_run,maxCapViolations,0,
power_and_ir_drop,powerDensity,96.1,nW/um^2
drt,drt-total-wl,3660,um
final_timing,fin_ws,0.621,ns
drt,vias,1264,
worst_hold_path,holdPathStages,4,
floorplan,fp.dieH,89,um
finish,instances_no_fill,237,
placed_design,pre_cts_ws,0.627,ns
final_timing,setup_viol_count_final,0,
finish,clkbuf_count,0,
clocking,postCtsSetupRepairBufs,0,
yosys,yosysSeqAreaShare,0,
yosys,syn_inst,161,
yosys,ys_area,1050,sq um
final_timing,fin_setup_tns,0,ns
critical_path,start_kind,"primary input",
drt,n_antenna_cell,0,
drt,dr.pass1.iters,4,
finish,comb_area,867,sq um
finish,area.sequential,0,sq um
final_timing,drv_slew,0,
critical_path,critPathArrivalTime,3.46,ns
final_timing,finalHoldViolations,0,
global_route,grt_pass1_vias,1135,
placed_design,place.detailed.hpwl,2630,um
floorplan,core,4660,sq um
yosys,ys_types,56,
worst_hold_path,worstHoldStart,"readAddress[4]",
finish,fin_util,0.296,
critical_path,setup.worst_path.end_class,"primary output",
floorplan,die_w,89,um
final_timing,hold_slack,3.16,ns
worst_hold_path,hold_path_class,"primary input to primary output",
final_timing,fmax,223,MHz
global_route,grt-ovfl-total,0,
final_timing,period_needed,4.48,ns
global_route,grt_pass1_wl,5890,um
finish,num-fill-cells,520,
clocking,cts_resized,0,
critical_path,required,4.08,ns
floorplan,fp_util,0.225,
==> worst max-delay path, stage by stage <==
cell and delay [ns]:
clkdlybuf4s50_1 0.50, nand2_1 0.10, nor3_1 0.26, ha_1 0.37, buf_4 0.22, nor3b_1 0.26
a21oi_1 0.07, o22ai_1 0.16, clkdlybuf4s50_1 0.49
==> cells in the final DEF (no fill, tap or decap), drive strengths merged, types with 4 or more instances in the layout <==
master | Yosys | layout
buf | 20 | 8
a22oi | 4 | 4
clkdlybuf4s50 | 0 | 37
or2 | 4 | 4
o21ai | 23 | 23
nand2 | 11 | 11
nor3 | 4 | 4
nor2b | 8 | 8
a221oi | 4 | 4
nor2 | 11 | 11
nand2b | 6 | 6
a21oi | 11 | 11
o22ai | 7 | 7
==> cell type report <==
type | count | share of cell area
multi-input cells | 134 | 0.628
repair buffers | 45 | 0.312
well taps | 54 | 0.0490
inverters | 4 | 0.0109
==> cells by family (layout without fill, tap and decap cells) <==
kind of cell               Yosys count  after routing  synth area share
xor gates and xnor gates             2              2            0.0167
muxes                                3              3            0.0287
buffers and inverters               27             49             0.172
adders and majority gates            2              2            0.0239
and+or+nand+nor                     55             55             0.295
AOI/OAI and AO/OA                   72             72             0.464
==> synth_stat cells, drive strengths merged, types with 3 or more instances <==
cell and n:
a21oi 11, a221oi 4, a22oi 4, buf 20, clkbuf 3, inv 3, mux2i 3, nand2 11
nand2b 6, nand3 3, nor2 11, nor2b 8, nor3 4, nor3b 3, o21ai 23, o221ai 3
o22ai 7, or2 4
==> where the power goes <==
group | switching [mW] | internal (mW)
combinational | 0.0600 | 0.0727
sequential | 0 | 0
clock | 0 | 0
==> worst paths after layout <==
path,slack (ns),to
hold / removal,3.16,readData[0]
setup / recovery,0.62,readData2[6]
==> metal layers <==
layer | track usage | vias to the layer above | wire (um)
met2 | 0.146 | 30 | 1720
met5 | 0 | - | 0
met1 | 0.123 | 589 | 1590
met3 | 0.0202 | 2 | 327
met4 | 0.00578 | 0 | 26
li1 | - | 643 | -
==> metrics by stage <==
stage	power [mW]	area [sq um]
3_3_place_gp	0.134	1380
2_1_floorplan	0.0752	1050
3_5_place_dp	0.134	1380
6_report	0.133	1380
4_1_cts	0.135	1380
5_1_grt	0.147	1380
No activity file was given, so power comes from the tool's default toggle rates.
