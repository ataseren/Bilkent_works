===== /design/flow/config.mk =====
export PLATFORM = sky130hd
export DESIGN_NAME = dataMemory
export DESIGN_NICKNAME = dataMemory
export VERILOG_FILES = /design/flow/design.v
export SDC_FILE = /design/flow/constraint.sdc
export NUM_CORES = 4
export LEC_CHECK = 1
export CORE_UTILIZATION = 40

===== /design/flow/constraint.sdc =====
current_design dataMemory

set clk_period 6.6
set clk_io_pct 0.2

create_clock -name clk0 -period $clk_period [get_ports {clk}]

set non_clock_inputs [all_inputs -no_clocks]
set_input_delay [expr $clk_period * $clk_io_pct] -clock clk0 $non_clock_inputs
set_output_delay [expr $clk_period * $clk_io_pct] -clock clk0 [all_outputs]

===== /design/flow/design.v =====
module dataMemory( 
input logic clk,
input logic reset,
input logic writeEnable,
input logic [3:0] writeAddress,
input logic [7:0] writeData,
input logic [3:0] readAddress1,
input logic [3:0] readAddress2,
output logic [7:0] readData1,
output logic [7:0] readData2);
logic [7:0] mem [15:0];
always_ff @(posedge clk)
    begin
    if(reset) begin  
                mem[0] <= 8'b0;
                mem[1] <= 8'b0;
                mem[2] <= 8'b0;
                mem[3] <= 8'b0;
                mem[4] <= 8'b0;
                mem[5] <= 8'b0;
                mem[6] <= 8'b0;
                mem[7] <= 8'b0;
                mem[8] <= 8'b0;
                mem[9] <= 8'b0;
                mem[10] <= 8'b0;
                mem[11] <= 8'b0;
                mem[12] <= 8'b0;
                mem[13] <= 8'b0;
                mem[14] <= 8'b0;
                mem[15] <= 8'b0;          
           end  
    else
        if (writeEnable == 1)
        mem[writeAddress] <= writeData;         
    end
    assign readData1 = mem[readAddress1];
    assign readData2 = mem[readAddress2]; 
endmodule

===== /design/flow/run.sh =====
#!/bin/bash
# OpenROAD 26Q1-2900-gdf79404cd8, Yosys 0.63+post, stock flow scripts
make -C /OpenROAD-flow-scripts/flow DESIGN_CONFIG=/design/flow/config.mk WORK_HOME=/design/flow/orfs finish

==> notes.md <==
Status on the layout run. Count of pins on the block boundary landed at 39. The end-of-flow timing check tallies setup violations at 0. The final layout report lists a filler cell count of 1,429. For this design, the slowest cell found on the critical path is sky130_fd_sc_hd__clkdlybuf4s50_1. Maximum fanout count along the critical path landed at 17. Number of levels in the clock H-tree landed at 4. Flip-flop count of the largest register after layout landed at 128. The DRC violation total left in the routed layout is recorded as 0. Looking at the clock tree report, the maximum root-to-sink buffer count equals 2. The average instance in the mapped netlist occupies 15.3 sq um. Number of hold buffers added after CTS landed at 0. After detailed routing, the number of vias per cell comes to 5.59.

The setup path with the least slack is of type in -> out. Maximum clock frequency landed at 0.194 GHz. The main area contributors are sky130_fd_sc_hd__edfxtp_1 57%, sky130_fd_sc_hd__mux4_2 21%, sky130_fd_sc_hd__and2_1 12%.

Depth of the worst hold-timing path landed at 2. Share of synthesized area occupied by flip-flops and latches landed at 56.5%. Number of buffers and inverters on the critical path landed at 3. By instance count after routing, the leading logic cell type is sky130_fd_sc_hd__and2_1.

The highest layer touched by signal routing is met4. Met3 wire length landed at ~2000 um. Global-route wire length before repair landed at 25,800 um. Power dissipated by switching net loads landed at about 0.45 mW. Vertical die size landed at 132 um.

Share of flip-flops with an asynchronous set or reset landed at 0%. In the final routing, the length of wire on met1 measures about 6300 um. Clock network fraction of design power landed at between 40% and 50%. Clock-pin slew reported for the worst setup and hold paths after clock tree synthesis landed at 0.05 ns.

TritonCTS built the clock tree. Internal power consumption landed at 1.57 mW. Number of rows created at floorplan landed at 47. Number of max-slew violations in the final report landed at 0. Die outline width landed at 132 um. Post-CTS setup-driven buffer insertion count landed at 0. Worst slew slack as a fraction of its limit landed at a little under two fifths. Number of global-route vias before repair landed at 4,303. Post-synthesis instance area landed at ~6800 sq um. The largest register by flop count is mem.

Initial DRC count landed at 217. In the Yosys report the total cell count is 445. Total wire length after detailed routing landed at 17,100 um. Areal power density over the cells landed at approximately 260 nW/um^2. Total number of warnings across the stage logs landed at 25.

The area growth from synthesis to layout is 15.9%. The clock net in this run drives a total of 128 sinks. Looking at the hold checks, the worst path lands on mem[8][3].

For reference, the critical path cell chain is clkdlybuf4s50_1 -> buf_4 -> mux4_2 -> a22oi_1 -> nand2_1 -> clkdlybuf4s50_1. STA classifies the critical path startpoint as an input port. Antenna violation net count after detailed routing landed at 0. In this run the tool buffered the top-level ports with 38 buffer cells.

The congestion estimate from routability-driven global placement came to ~0.87. Number of diodes landed at 0. Looking at area per cell type in the netlist, the leader is sky130_fd_sc_hd__edfxtp_1. The gate-level netlist out of Yosys references 19 unique cell types.

Per the hold report, the tightest min-delay path originates at writeData[3]. Synthesis inferred 128 register bits. Setup repair after global routing left no endpoint under its margin.

The post-route utilization of the core is recorded as a little under half. In this run the static leakage power is between 2 and 3 nW. The die covers around 18,000 sq um. Transition at the pin with the smallest max-transition slack landed at approximately 0.93 ns. Power share of the combinational group landed at 11.1%. Summed over all nets, the half-perimeter wirelength after detailed placement is 12,000 um. The iteration count recorded for the first detailed-route pass is 5.

Stage delay of the slowest cell on the critical path landed at ~1.0 ns. Shortest period the worst path allows landed at 5.17 ns. Worst vdd rail ir drop landed at around 0.00018 V.

Hold is met by 2.00 ns. STA classifies the critical path endpoint as an output port. In the floorplan report the effective utilization is 41.0%. The cell family contributing the most delay on the critical path is buffers and inverters. Final hold violation count landed at 0.

The run finished with clean final reports. Total global-route track usage over all layers is 22.4%. All stages included, the depth of the critical timing path comes to 6. Ratio of cells with drive above 1 in the final layout landed at a little under a quarter. The arrival time of data at the worst endpoint is listed as 3.85 ns. Leaving out fill and tap cells, the most frequent cells in the layout are 130 x sky130_fd_sc_hd__and2_1, 128 x sky130_fd_sc_hd__edfxtp_1, 64 x sky130_fd_sc_hd__mux4_2, 36 x sky130_fd_sc_hd__clkdlybuf4s50_1, 32 x sky130_fd_sc_hd__a22oi_1.

The largest registers in the layout are mem x128. Yosys mapped a number of flops with a built-in enable equal to approximately 130. The region available for standard cell placement spans 16,600 sq um. Final critical-path share of the clock period landed at 78.3%.

For this sky-water flow run, the detailed-routed wirelength per cell is reported as 24.0 um. Clock tree synthesis inserted a total of 17 buffers. For this run, the leading register cell type out of synthesis is sky130_fd_sc_hd__edfxtp_1. Across the run, the number of max-cap violations was 0. The number of antenna violations at the first check in global routing came to 0. In this run, flip-flops and latches consume between 40% and 50% of the power. The tree is rooted in a sky130_fd_sc_hd__clkbuf_16. Total placed cells including tap cells landed at a little under 700. In this run the worst hold path is classified as in -> reg. Counting the warning lines in the Yosys log gives 1.

Post-synthesis instance total landed at 445. Leaving out filler cells and counting taps, the final layout contains 712. By instance count, the cell type seen most on the critical path is sky130_fd_sc_hd__clkdlybuf4s50_1. Post-cts repair resize count landed at 0. Total cell area reported by yosys after synthesis landed at ~7000 sq um. Of the total power, the share spent switching nets is 22.2%.

Overall via count from detail_route landed at around 4,000. Entering global routing, the biggest net connects 33 pins. Aggregate negative setup slack landed at 0 ns.

Area share of the leading cell type in the synthesized netlist landed at between 50% and 60%. Aggregate global routing overflow landed at 0. The required time at the worst endpoint is listed as 5.28 ns.

In the detailed route, the total length drawn on met2 is ~8500 um.
-- synth_stat cells (all sizes together), types with 2 or more instances --
master and number:
nor2b 4, and2 130, nand2b 2, or2 16, mux4 64, clkbuf 15
a22oi 32, edfxtp 128, nand4bb 2, nand2 17, nor3 4, nor2 14
buf 15
-- kinds of logic (layout without fill, tap and decap cells) --
group,Yosys count,after routing,share of synthesized area [%]
DFF,128,128,56.5
muxes,64,64,21.2
buffers and inverters,30,77,1.95
and+or+nand+nor,191,191,16.8
AOI/OAI and AO/OA,32,32,3.53
-- power by group through the flow --
stage / clock (mW) / combinational (mW) / sequential (mW)
after CTS: 0.841 / 0.229 / 0.967
after global routing: 0.871 / 0.242 / 0.973
final: 0.828 / 0.225 / 0.967
-- cell type report --
| type | instances | area [sq um] | area share, % |
|---|---|---|---|
| multi-input cells | 287 | 2830 | 35.9 |
| clock buffers | 23 | 448 | 5.68 |
| well taps | 220 | 275 | 3.49 |
| flip-flops and latches | 128 | 3840 | 48.8 |
| clock inverters | 9 | 67.6 | 0.857 |
| repair buffers | 45 | 423 | 5.36 |
-- layer usage --
layer,track usage (%),up-vias
li1,-,1794
met1,29.4,1971
met2,34.5,210
met3,13.4,8
met4,3.38,0
met5,0,-
-- worst max-delay path by stage --
stage,start,endpoint,slack (ns)
after global routing,readAddress2[1],readData2[1],1.27
after CTS,readAddress2[1],readData2[7],1.38
final,readAddress2[1],readData2[7],1.43
-- metrics by stage --
stage	total power, mW	cell area (sq um)	worst slack, ns
after floorplan	1.11	6800	2.82
after global placement	1.21	7370	1.35
after detailed placement	1.21	7370	1.39
after CTS	2.04	7880	1.38
after global routing	2.09	7880	1.27
final	2.02	7880	1.43
Power figures rest on the tool's default switching activity, not on a simulated workload.
