**/design/flow/config.mk**
```make
export PLATFORM = sky130hd
export DESIGN_NAME = regFile
export DESIGN_NICKNAME = regFile
export VERILOG_FILES = /design/flow/design.v
export SDC_FILE = /design/flow/constraint.sdc
export NUM_CORES = 4
export LEC_CHECK = 1
export CORE_UTILIZATION = 40
```
**/design/flow/constraint.sdc**
```tcl
current_design regFile

set clk_period 4.0
set clk_io_pct 0.2

create_clock -name clk0 -period $clk_period [get_ports {clk}]

set non_clock_inputs [all_inputs -no_clocks]
set_input_delay [expr $clk_period * $clk_io_pct] -clock clk0 $non_clock_inputs
set_output_delay [expr $clk_period * $clk_io_pct] -clock clk0 [all_outputs]
```
**/design/flow/design.v**
```verilog
module regFile(
input logic clk, 
input logic reset, 
input logic regWriteEnable,  
input logic [3:0] regWriteAddress,  
input logic [7:0] regWriteData,  
input logic [3:0] regReadAddress1,  
input logic [3:0] regReadAddress2,
output logic [7:0] regReadData1,  
output logic [7:0] regReadData2);  
      logic [7:0] regMem[15:0];  
      always_ff@ (posedge clk) begin   
        if(reset) 
            begin  
                regMem[0] <= 8'b0;
                regMem[1] <= 8'b0;
                regMem[2] <= 8'b0;
                regMem[3] <= 8'b0;
                regMem[4] <= 8'b0;
                regMem[5] <= 8'b0;
                regMem[6] <= 8'b0;
                regMem[7] <= 8'b0;
                regMem[8] <= 8'b0;
                regMem[9] <= 8'b0;
                regMem[10] <= 8'b0;
                regMem[11] <= 8'b0;
                regMem[12] <= 8'b0;
                regMem[13] <= 8'b0;
                regMem[14] <= 8'b0;
                regMem[15] <= 8'b0;          
           end  
           else  
                if(regWriteEnable == 1) 
                     regMem[regWriteAddress] <= regWriteData;     
           end
           assign regReadData1 = regMem[regReadAddress1];
           assign regReadData2 = regMem[regReadAddress2];
 endmodule 
```
**/design/flow/run.sh**
```bash
#!/bin/bash
# OpenROAD 26Q1-2900-gdf79404cd8, Yosys 0.63+post, stock flow scripts
make -C /OpenROAD-flow-scripts/flow DESIGN_CONFIG=/design/flow/config.mk WORK_HOME=/design/flow/orfs finish
```
==> impl_metrics.toml <==
# synthesis and place-and-route metrics
[min_path]
hold_path.class = "in -> reg"

[place]
place_hpwl_mm = 12.2
globalplace.congestion = 0.870
placed_area_sq_mm = 0.00752
numPortBuffers = 38

[cts]
clk_path_buf_depth = 2
cts_root_buf = "clkbuf_16"
clk_pin_slew_ps = 50
cts_hold_buf = 0
cts.sinks = 128
cts_resized = 0
numCtsBuffers = 17
cts_tree = "built"
htreeDepth = 4
post-cts-setup-buffers = 0

[grt]
antenna_found_initial = 0
grt_pass1_wl_mm = 27.2
grt.total_usage_pct = 23.5
grt_max_degree = 33
grt_overflow = 0
grt_pass1_vias = 4428

[critical_path]
cpPeakStageDelay_ps = 510
critPathMaxFanout = 32
crit_top_cell = "clkdlybuf4s50_1"
slowest_stage = "clkdlybuf4s50_1"
worstPathRequired_ps = 3200
crit_path_start_kind = "primary input"
cp.arrival_ps = 2750
path_cells = "clkdlybuf4s50_1 -> buf_12 -> mux4_2 -> a22oi_1 -> nand2_1 -> clkdlybuf4s50_1"
critical_path_class = "in -> out"
cp-end-kind = "primary output"

[detailed_routing]
ant_nets = 0
met2WireLength_mm = 8.92
drt-initial-drc-count = 303
top_layer = "met4"
viasPerCell = 5.56
drc = 0
met1Wirelength_mm = 6.84
dr_total_vias = 4035
antenna_cells = 0
firstDrtPassIters = 6
wl_mm = 17.7
wl_met3_mm = 1.46
avgRoutedWirePerCell_microns = 24.4

[synth]
avgSynthCellArea_sq_um = 15.3
ys.flops = 128
yosysTopAreaCell = "edfxtp_1"
area_leaders = "edfxtp_1 (57%), mux4_2 (21%), and2_1 (12%), a22oi_1 (3.5%), or2_2 (1.5%)"
syn_area_sq_mm = 0.00680
yosysWarnings = 1
ys_cells = 445
ys_seq_share_pct = 56.5
top_area_share_pct = 56.5
ys_area_sq_mm = 0.00680
yosys.cell_types.count = 19
synthCells = 445

[pwr]
p_leak_nw = 2.79
powerDensity_mw_per_mm2 = 424
peakVddDrop_v = 0.000312

[job]
cap_violations = 0
log.warning_count = 25

[floorplan]
die_w_microns = 132
die-area_sq_mm = 0.0175
fp_util_pct = 41.0
rows = 47
core_area_sq_mm = 0.0166
die.size.y_microns = 132
boundaryPins = 39

[layout]
drive_gt1_share_pct = 25.7
final_core_util_pct = 48.6
largest_reg_flops = 128
top_register = "regMem"
final_area_sq_mm = 0.00806
top_regs = "regMem (128)"
area_delta_synth_final_pct = 18.5

[outcome]
outcome = "complete, no violations"

[sta]
slew_viol_final = 0
rsz0062_at_grt = "false"
hold_viol = 0
maxSlewHeadroom_pct = 51.6
timing.final.crit_period_ps = 3550
setup_tns_ps = 0
finalClockPeriodUsage_pct = 88.6
worst_slew_pin_slew_ps = 724
setup_violations = 0
max_freq_ghz = 0.282
[critical path, delay by kind of cell]
kind                   cells  cell delay (ps)
and+or+nand+nor            1              100
AOI/OAI and AO/OA          1              290
muxes                      1              380
buffers and inverters      3             1160
[per-stage QoR]
stage	cells	worst slack, ps	hold slack, ps	power (W)
after floorplan	445	1260	998	0.00183
after global placement	694	433	1890	0.00202
after detailed placement	694	436	1910	0.00203
after CTS	726	432	1470	0.00344
after global routing	726	358	1510	0.00352
final	726	454	1470	0.00342
[path summary, 6_finish.rpt]
kind,from,to,slack [ps],cells past startpoint
max,regReadAddress1[1],regReadData1[1],450,6
min,regWriteAddress[2],regMem[2][4],1470,4
[cell usage after synthesis (all sizes together)]
| cell | count |
|---|---|
| nand2b | 2 |
| and2 | 130 |
| a22oi | 32 |
| nand4bb | 2 |
| edfxtp | 128 |
| or2 | 16 |
| or4b | 1 |
| nand2 | 17 |
| clkbuf | 15 |
| nor2 | 14 |
| nor3 | 4 |
| buf | 15 |
| mux4 | 64 |
| nor2b | 4 |
| nand4b | 1 |
[placed cells by master (no fill, tap or decap), drive strengths merged, types with 4 or more instances in the layout]
cell type      Yosys  layout
and2             130     130
edfxtp           128     128
mux4              64      64
clkdlybuf4s50      0      36
a22oi             32      32
buf               15      23
clkbuf            15      22
nand2             17      17
or2               16      16
nor2              14      14
clkinv             0       8
nor2b              4       4
nor3               4       4
[layer usage]
| metal | vias up | global-route usage (%) |
|---|---|---|
| met2 | 173 | 37.1 |
| met3 | 24 | 8.95 |
| met1 | 2019 | 33.7 |
| met5 | - | 0 |
| met4 | 0 | 5.30 |
| li1 | 1819 | - |
[logic make-up after synthesis]
kind of cell	Yosys count	share of synthesized area, %
AND/OR/NAND/NOR	191	16.8
multiplexers	64	21.2
buffers and inverters	30	1.95
AND-OR/OR-AND	32	3.53
flip-flops	128	56.5
[layout make-up]
cell class	count	area, sq um
Clock inverter	10	93.8
Fill cell	1391	8520
Timing Repair Buffer	59	578
Multi-Input combinational cell	287	2830
Tap cell	220	275
Sequential cell	128	3840
Clock buffer	22	444
[report_power, final]
| part | switching, W | leakage (nW) | internal, W |
|---|---|---|---|
| sequential | 0.0000417 | 1.22 | 0.00156 |
| combinational | 0.000191 | 1.31 | 0.000208 |
| clock | 0.000522 | 0.263 | 0.000900 |
No activity file was given, so power comes from the tool's default toggle rates.
